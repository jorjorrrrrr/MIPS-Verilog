==> /design/flow/design.v <==
`timescale 1ns/100ps
module RCA32 (
    input   [31:0] a,  
    input   [31:0] b,  
    input          cin,
    output  [31:0] sum,
    output         cout
);
wire [30:0] c;
FA u_FA_0 (
    .a      (a[0]),
    .b      (b[0]),
    .cin    (cin),
    .sum    (sum[0]),
    .cout   (c[0])
);
generate
    genvar i;
    for (i = 1; i <= 30; i=i+1) begin : block_FA_1_30
        FA u_FA_1_30 (
            .a      (a[i]),
            .b      (b[i]),
            .cin    (c[i-1]),
            .sum    (sum[i]),
            .cout   (c[i])
        );
    end
endgenerate
FA u_FA_31 (
    .a      (a[31]),
    .b      (b[31]),
    .cin    (c[30]),
    .sum    (sum[31]),
    .cout   (cout)
);
endmodule
`timescale 1ns/100ps
module FA (
    input   a,
    input   b,
    input   cin,
    output  sum,
    output  cout
);
wire sum_ab, cout_ab;
wire sum_ab_cin, cout_ab_cin;
HA u_HA_a_b (
    .a      (a),
    .b      (b),
    .sum    (sum_ab),
    .cout   (cout_ab)
);
HA u_HA_ab_cin (
    .a      (sum_ab),
    .b      (cin),
    .sum    (sum_ab_cin),
    .cout   (cout_ab_cin)
);
assign sum = sum_ab_cin;
assign cout = cout_ab | cout_ab_cin;
endmodule
`timescale 1ns/100ps
module HA (
    input   a,
    input   b,
    output  sum,
    output  cout
);
assign sum = a ^ b;
assign cout = a & b;
endmodule
==> /design/flow/run.sh <==
#!/bin/bash
# OpenROAD 26Q1-2900-gdf79404cd8, Yosys 0.63+post, stock flow scripts
make -C /OpenROAD-flow-scripts/flow DESIGN_CONFIG=/design/flow/config.mk WORK_HOME=/design/flow/orfs finish
==> /design/flow/config.mk <==
export PLATFORM = sky130hd
export DESIGN_NAME = RCA32
export DESIGN_NICKNAME = RCA32
export VERILOG_FILES = /design/flow/design.v
export SDC_FILE = /design/flow/constraint.sdc
export NUM_CORES = 4
export LEC_CHECK = 1
export CORE_AREA = 10 10 104 104
export DIE_AREA = 0 0 114 114
==> /design/flow/constraint.sdc <==
current_design RCA32

set clk_period 41.6
set clk_io_pct 0.2

create_clock -name clk0 -period $clk_period

set non_clock_inputs [all_inputs -no_clocks]
set_input_delay [expr $clk_period * $clk_io_pct] -clock clk0 $non_clock_inputs
set_output_delay [expr $clk_period * $clk_io_pct] -clock clk0 [all_outputs]
==> flow_summary_export.csv <==
group,metric,value,unit
status,status,"finished clean",
yosys,syn_avg_cell_area,12.4,um2
grt,antenna_found_initial,0,
final_timing,final.period_utilization,72.4,%
floorplanning,num_rows,34,
final_layout,area_delta_synth_final,95.4,%
final_timing,hold_viol_final,0,
power_and_ir_drop,max-vdd-ir-drop,4.76,uV
power_and_ir_drop,leakage,0.670,nW
final_timing,layout_min_cycle_time,30.12,ns
clock_network,cts_setup_buffers,0,
routing,vias,746,
yosys,syn_area,918,um2
power_and_ir_drop,power_density,14.3,nW/um2
setup_path,path_delay_family,"adder cells",
yosys,ys_warn_count,0,
setup_path,crit_buf_inv,6,
final_timing,slew_violations,0,
power_and_ir_drop,power.total,0.0256,mW
floorplanning,die_y,114,um
final_layout,seq_cells,0,
place,placed_cells,248,
clock_network,hold_buffers,0,
place,dpl-instance-area,1790,um2
min_path,min_path_type,"input pin to primary output",
routing,viasPerCell,3.01,
final_timing,setup_viol,0,
yosys,top_cell_area_share,69.8,%
final_timing,timing.fmax,33.2,MHz
final_layout,final_area,1790,um2
routing,drt_iter0_markers,6,
routing,first_pass_iters,3,
setup_path,worstSetupPathType,"input pin to primary output",
setup_path,crit_top_cell,"fa_1",
job,openroad.warnings,32,
floorplanning,die_x,114,um
grt,grt_first_pass_wirelength,4.85,mm
setup_path,max_stage_delay,0.47,ns
yosys,ys_cells,74,
routing,drc_errors,0,
setup_path,arrival,21.80,ns
setup_path,crit_required,33.28,ns
clock_network,post_cts_resized,0,
yosys,synthCells,74,
routing,routed_wl,3.09,mm
place,port_buffers,98,
place,routabilityCongestion,0.784,
setup_path,start_kind,"input pin",
routing,ant_nets,0,
final_timing,whs,17.69,ns
place,dp_slack,11.38,ns
yosys,yosys-stat-area,918,um2
job,cap_viol_max_count,0,
yosys,synth.distinct_cells,3,
yosys,synthTopCellsByCount,"buf_4 (32), fa_1 (32), inv_1 (10)",
routing,n_antenna_cell,0,
final_layout,num-clock-buffers,0,
final_layout,layout-drive-gt1-share,0,%
final_layout,finalNonFillerCells,248,
final_layout,post-route-util,20.7,%
routing,wl_per_cell,12.5,um
final_timing,worst_pin_slew,0.113,ns
final_timing,relSlewSlack,92.4,%
yosys,yosys.area.top_type,"fa_1",
floorplanning,core-area,8680,um2
floorplanning,io_pins,98,
grt,grt.overflow.total,0,
setup_path,crit_slowest_cell,"clkdlybuf4s50_1",
place,dpl.hpwl,3.12,mm
final_layout,seqCellArea,0,um2
final_timing,tns,0,ns
setup_path,crit_fanout,1,
setup_path,cp-end-kind,"primary output",
grt,grt_max_degree,2,
grt,grt_pass1_vias,940,
yosys,ys_seq_share,0,%
grt,track_usage,4.66,%
final_timing,setup_slack,11.48,ns
final_timing,rsz0062_at_grt,"false",
floorplanning,dieArea,13000,um2
floorplanning,initCoreUtil,10.6,%
yosys,yosys-top-cells-area,"fa_1 (70%), buf_4 (26%), inv_1 (4.1%)",
[worst paths after layout]
kind                  startpoint  endpoint  slack (ns)  cells past startpoint
worst min-delay path         cin    sum[0]       17.69                      5
worst max-delay path        a[0]   sum[31]       11.48                     38
[cell usage in the layout (no fill, tap or decap)]
cell type / Yosys / layout
clkdlybuf4s50_1: 0 / 98
inv_1: 10 / 10
fa_1: 32 / 32
[tightest hold or removal path: cells and delay by family]
family	cells	cell delay [ns]
buffers and inverters	4	0.90
adder cells (fa/ha/maj)	1	0.16
[routing by layer]
| layer | track usage, % | up-vias | share of wire [%] |
|---|---|---|---|
| li1 | - | 312 | - |
| met1 | 5.29 | 338 | 38 |
| met2 | 6.15 | 96 | 32 |
| met3 | 5.16 | 0 | 30 |
| met4 | 0 | 0 | 0 |
| met5 | 0 | - | 0 |
[cell families after synthesis]
| kind of cell | count (synthesis) | share of synthesized area [%] |
|---|---|---|
| adders and majority gates | 32 | 69.8 |
| buffers and inverters | 42 | 30.2 |
[power by group]
part	leakage [nW]	switching, mW	internal [mW]	total, mW
sequential	0	0	0	0
combinational	0.670	0.00662	0.0190	0.0256
clock	0	0	0	0
total	0.670	0.00662	0.0190	0.0256
[cell type report]
class / count / area (um2)
Multi-Input combinational cell: 32 / 641
Tap cell: 108 / 135
Timing Repair Buffer: 98 / 981
Inverter: 10 / 37.5
Fill cell: 961 / 6880
Power figures rest on the tool's default switching activity, not on a simulated workload.
