## design.v

```verilog
module MCLA32 (
    input   [31:0] a,  
    input   [31:0] b,  
    input          cin,
    output  [31:0] sum,
    output         cout
);
wire [3:0] P;
wire [3:0] G;
wire c8, c16, c24; 
CLG4 u_CLG4 (
    .p  (P),  
    .g  (G),  
    .cin(cin),
    .c  ({cout, c24, c16, c8})
);
MCLA8 u_MCLA_0_7 (
    .a      (a[7:0]),  
    .b      (b[7:0]),  
    .cin    (cin),
    .sum    (sum[7:0]),
    .P      (P[0]),
    .G      (G[0])
);
MCLA8 u_MCLA_8_15 (
    .a      (a[15:8]),  
    .b      (b[15:8]),  
    .cin    (c8),
    .sum    (sum[15:8]),
    .P      (P[1]),
    .G      (G[1])
);
MCLA8 u_MCLA_16_23 (
    .a      (a[23:16]),  
    .b      (b[23:16]),  
    .cin    (c16),
    .sum    (sum[23:16]),
    .P      (P[2]),
    .G      (G[2])
);
MCLA8 u_MCLA_24_31 (
    .a      (a[31:24]),  
    .b      (b[31:24]),  
    .cin    (c24),
    .sum    (sum[31:24]),
    .P      (P[3]),
    .G      (G[3])
);
endmodule
module MCLA8 (
    input   [7:0]  a,  
    input   [7:0]  b,  
    input          cin,
    output  [7:0]  sum,
    output         P,
    output         G
);
wire [7:0] g;
wire [7:0] p;
wire [6:0] c;
generate
    genvar i;
    for (i = 0; i <= 7; i=i+1) begin : block_CLG
        assign g[i] = a[i] & b[i];
        assign p[i] = a[i] | b[i];
    end
endgenerate
assign c[0] = (g[0]) | 
                (p[0] & cin);
assign c[1] = (g[1]) | 
                (p[1] & g[0]) | 
                (p[1] & p[0] & cin);
assign c[2] = (g[2]) | 
                (p[2] & g[1]) | 
                (p[2] & p[1] & g[0]) | 
                (p[2] & p[1] & p[0] & cin);
assign c[3] = (g[3]) | 
                (p[3] & g[2]) | 
                (p[3] & p[2] & g[1]) | 
                (p[3] & p[2] & p[1] & g[0]) | 
                (p[3] & p[2] & p[1] & p[0] & cin);
assign c[4] = (g[4]) | 
                (p[4] & g[3]) | 
                (p[4] & p[3] & g[2]) | 
                (p[4] & p[3] & p[2] & g[1]) | 
                (p[4] & p[3] & p[2] & p[1] & g[0]) | 
                (p[4] & p[3] & p[2] & p[1] & p[0] & cin);
assign c[5] = (g[5]) |
                (p[5] & g[4]) | 
                (p[5] & p[4] & g[3]) | 
                (p[5] & p[4] & p[3] & g[2]) | 
                (p[5] & p[4] & p[3] & p[2] & g[1]) | 
                (p[5] & p[4] & p[3] & p[2] & p[1] & g[0]) | 
                (p[5] & p[4] & p[3] & p[2] & p[1] & p[0] & cin);
assign c[6] = (g[6]) |
                (p[6] & g[5]) |
                (p[6] & p[5] & g[4]) | 
                (p[6] & p[5] & p[4] & g[3]) | 
                (p[6] & p[5] & p[4] & p[3] & g[2]) | 
                (p[6] & p[5] & p[4] & p[3] & p[2] & g[1]) | 
                (p[6] & p[5] & p[4] & p[3] & p[2] & p[1] & g[0]) | 
                (p[6] & p[5] & p[4] & p[3] & p[2] & p[1] & p[0] & cin);
generate
    genvar j;
    for (j = 1; j <= 7; j=j+1) begin : block_FA_1_7
        FA u_FA_1_7 (
            .a      (a[j]),
            .b      (b[j]),
            .cin    (c[j-1]),
            .sum    (sum[j]),
            .cout   ()
        );
    end
    FA u_FA_0 (
        .a      (a[0]),
        .b      (b[0]),
        .cin    (cin),
        .sum    (sum[0]),
        .cout   ()
    );
endgenerate
assign G = (g[7]) |
            (p[7] & g[6]) |
            (p[7] & p[6] & g[5]) |
            (p[7] & p[6] & p[5] & g[4]) | 
            (p[7] & p[6] & p[5] & p[4] & g[3]) | 
            (p[7] & p[6] & p[5] & p[4] & p[3] & g[2]) | 
            (p[7] & p[6] & p[5] & p[4] & p[3] & p[2] & g[1]) | 
            (p[7] & p[6] & p[5] & p[4] & p[3] & p[2] & p[1] & g[0]);
assign P = (p[7] & p[6] & p[5] & p[4] & p[3] & p[2] & p[1] & p[0]);
endmodule
module CLG4 (
    input   [3:0]  p,  
    input   [3:0]  g,  
    input          cin,
    output  [3:0]  c
);
assign c[0] = (g[0]) | 
                (p[0] & cin);
assign c[1] = (g[1]) | 
                (p[1] & g[0]) | 
                (p[1] & p[0] & cin);
assign c[2] = (g[2]) | 
                (p[2] & g[1]) | 
                (p[2] & p[1] & g[0]) | 
                (p[2] & p[1] & p[0] & cin);
assign c[3] = (g[3]) | 
                (p[3] & g[2]) | 
                (p[3] & p[2] & g[1]) | 
                (p[3] & p[2] & p[1] & g[0]) | 
                (p[3] & p[2] & p[1] & p[0] & cin);
endmodule
`timescale 1ns/100ps
module FA (
    input   a,
    input   b,
    input   cin,
    output  sum,
    output  cout
);
wire sum_ab, cout_ab;
wire sum_ab_cin, cout_ab_cin;
HA u_HA_a_b (
    .a      (a),
    .b      (b),
    .sum    (sum_ab),
    .cout   (cout_ab)
);
HA u_HA_ab_cin (
    .a      (sum_ab),
    .b      (cin),
    .sum    (sum_ab_cin),
    .cout   (cout_ab_cin)
);
assign sum = sum_ab_cin;
assign cout = cout_ab | cout_ab_cin;
endmodule
`timescale 1ns/100ps
module HA (
    input   a,
    input   b,
    output  sum,
    output  cout
);
assign sum = a ^ b;
assign cout = a & b;
endmodule
```

## run.sh

```bash
#!/bin/bash
# OpenROAD 26Q1-2900-gdf79404cd8, Yosys 0.63+post, stock flow scripts
make -C /OpenROAD-flow-scripts/flow DESIGN_CONFIG=/design/flow/config.mk WORK_HOME=/design/flow/orfs finish
```

## config.mk

```make
export PLATFORM = sky130hd
export DESIGN_NAME = MCLA32
export DESIGN_NICKNAME = MCLA32
export VERILOG_FILES = /design/flow/design.v
export SDC_FILE = /design/flow/constraint.sdc
export NUM_CORES = 4
export LEC_CHECK = 1
export CORE_AREA = 10 10 96 96
export DIE_AREA = 0 0 106 106
```

## constraint.sdc

```tcl
current_design MCLA32

set clk_period 8.4
set clk_io_pct 0.2

create_clock -name clk0 -period $clk_period

set non_clock_inputs [all_inputs -no_clocks]
set_input_delay [expr $clk_period * $clk_io_pct] -clock clk0 $non_clock_inputs
set_output_delay [expr $clk_period * $clk_io_pct] -clock clk0 [all_outputs]
```

==> flow_metrics.rpt <==
PHYSICAL IMPLEMENTATION REPORT
----------------------------------------------------
[Logic synthesis]
  Mean post-synth cell area ........................ 7.42 sq um
  Largest cells by area ........................ sky130_fd_sc_hd__ha_1 (34%), sky130_fd_sc_hd__inv_1 (14%), sky130_fd_sc_hd__buf_4 (10%), sky130_fd_sc_hd__xor2_1 (4.8%), sky130_fd_sc_hd__a21oi_1 (4.4%)
  Cell count after synthesis ........................ 319
  YS warnings ........................ 0
  Register share after synthesis ........................ 0
  Area fraction in full adders, half adders and majority gates ........................ 0.372
  Post-synthesis cell count from yosys ........................ 319
  Post-synth mux share ........................ 0
  Area figure in the yosys stat output ........................ between 0.002 and 0.0025 sq mm
  Combined area of all synthesized cells ........................ between 0.002 and 0.0025 sq mm
  Basic-gate share of the synthesized area counting and, or, nand and nor cells ........................ 0.120
  Share of Yosys cell area claimed by the top area cell type ........................ 0.338
  Cell taking the most area after synthesis ........................ sky130_fd_sc_hd__ha_1
  Distinct lib cells ........................ 45
  Xor and xnor fraction of the mapped netlist area ........................ 0.0888
  AO/OA Area Share ........................ 0.179
  Dominant combinational family ........................ adder cells

[Place]
  Post-Place Setup Slack ........................ 1.35 ns
  Placed standard-cell area ........................ roughly 0.0032 sq mm
  Number of buffers inserted by port buffering ........................ 98
  Routability Congestion ........................ 0.806
  Estimated wirelength of the detail-placed design ........................ just over 5000 um

[Timing]
  Final critical path time including I/O delays and setup ........................ around 7.0 ns
  Setup repair after global routing missed its margin ........................ no
  Final count of negative-setup-slack endpoints ........................ 0
  Fmax ........................ between 100 and 150 MHz
  Final worst path period share ........................ 0.836
  Final tally of hold violations ........................ 0
  Slack of the critical path ........................ about 1.4 ns
  Slew Viols, Final ........................ 0
  Summed negative setup slack over all endpoints ........................ 0 ns
  Actual slew at the worst max-slew pin ........................ 0.542 ns
  Slew HR ........................ 0.636

[Detailed routing]
  Count of routing violations after the opening detailed-route iteration ........................ 26
  Count of vias placed by the detailed router ........................ 2023
  DRC viols ........................ 0
  Final WL ........................ roughly 5400 um
  Antenna cells ........................ 0
  Detail-routed net length per standard cell ........................ 11.1 um
  Via density per instance ........................ 4.18
  Count of antenna-violating nets left after detailed routing ........................ 0
  Number of iterations in the first detailed-routing pass ........................ 4

[Global route]
  Overall fraction of global-route tracks in use ........................ 0.0958
  Total congestion overflow after global routing ........................ 0
  Via count of the first global-routing pass ........................ 2073
  Number of antenna violations at the first check in global routing ........................ 0
  Pin count of the biggest net entering global routing ........................ 7
  Wire length of the first global-routing pass ........................ 9410 um

[Floorplan]
  Die outline width ........................ 106 um
  Placeable core region ........................ 0.00721 sq mm
  Cell Rows ........................ 31
  Die area ........................ between 0.01 and 0.015 sq mm
  Core utilization at floorplan ........................ 0.328
  Chip height ........................ 106 um
  Count of pins on the block boundary ........................ about 100

[Worst setup path]
  Worst Path Arrival ........................ 5.35 ns
  Sort of element at the end of the critical path ........................ output pin
  List of cells traversed by the critical path ........................ clkdlybuf4s50_1 -> inv_1 -> ha_1 -> or3_1 -> or4_4 -> nor3_1 -> a32oi_1 -> nand2_1 -> a21oi_1 -> o31ai_2 -> a21oi_1 -> fa_1 -> xnor2_1 -> clkdlybuf4s50_1
  Number of buffer and inverter stages on the critical path ........................ 3
  Largest fanout on the critical path ........................ 5
  Max stage delay on crit path ........................ between 0.4 and 0.5 ns
  Required time worst endpoint ........................ 6.72 ns
  CP Class ........................ input pin to output pin
  Largest delay contributor family on the critical path ........................ simple AND/OR/NAND/NOR gates
  Worst path slowest cell ........................ sky130_fd_sc_hd__clkdlybuf4s50_1
  Startpoint kind of the worst setup timing path ........................ input pin
  Levels on crit path ........................ 14

[Power]
  Pleak ........................ 1.64 nW
  Total power per unit cell area ........................ 64.5 mW/mm^2
  Worst VDD drop ........................ a little under 0.03 mV
  Power, Total ........................ 208 uW

[Final layout]
  Register cell area after layout ........................ 0 sq um
  Total non-filler cell area in the finished layout ........................ 0.00323 sq mm
  # clk buffers ........................ 0
  Area added between synthesis and finish ........................ 36.5%
  Flop Count ........................ 0
  Layout cell share with drive strength beyond 1 ........................ 0.0312

[Job]
  Total number of warnings across the stage logs ........................ between 60 and 70
  Count of maximum capacitance violations ........................ 0

[Clock tree]
  # resized after CTS ........................ 0
  Setup fix buffers added after clock tree synthesis ........................ 0
  Quantity of hold-fixing buffers added after cts ........................ 0

[Min path]
  WHS Path Cells ........................ 5
  Kind of path behind the tightest hold check ........................ input pin to output pin

[Run status]
  Result of the run ........................ finished clean

----------------------------------------------------
[worst paths after layout]
path,startpoint,slack [ns],endpoint
worst max-delay path,a[11],1.37,sum[25]
worst min-delay path,cin,4.43,sum[0]
[metrics by stage]
stage	std cells	hold slack (ns)	utilization
floorplan	319	3.54	-
global placement	484	4.44	0.448
detailed placement	484	4.44	0.448
CTS	484	4.44	0.448
global route	484	4.49	0.448
finish	484	4.43	0.448
[cell usage in the layout (no fill, tap or decap), types with 3 or more instances in the layout]
cell / netlist / final
sky130_fd_sc_hd__nor2b_1: 3 / 3
sky130_fd_sc_hd__a21oi_1: 21 / 21
sky130_fd_sc_hd__xnor2_1: 11 / 11
sky130_fd_sc_hd__inv_1: 87 / 87
sky130_fd_sc_hd__nor3b_1: 3 / 3
sky130_fd_sc_hd__nand2_1: 4 / 4
sky130_fd_sc_hd__fa_1: 4 / 4
sky130_fd_sc_hd__nand3_1: 3 / 3
sky130_fd_sc_hd__clkdlybuf4s50_1: 0 / 98
sky130_fd_sc_hd__o21bai_1: 7 / 7
sky130_fd_sc_hd__xor2_1: 13 / 13
sky130_fd_sc_hd__nor3_1: 6 / 6
sky130_fd_sc_hd__nand2b_1: 3 / 3
sky130_fd_sc_hd__ha_1: 64 / 64
sky130_fd_sc_hd__nor2_1: 14 / 14
sky130_fd_sc_hd__o211ai_1: 4 / 4
[cell type report]
type	count	area [sq um]
fillers	724	3980
multi-input cells	200	1800
repair buffers	98	981
inverters	87	327
well taps	99	124
[cell usage after synthesis, types with 2 or more instances]
| cell | number |
|---|---|
| sky130_fd_sc_hd__o31ai_2 | 2 |
| sky130_fd_sc_hd__nand2_1 | 4 |
| sky130_fd_sc_hd__nor3b_1 | 3 |
| sky130_fd_sc_hd__o21bai_1 | 7 |
| sky130_fd_sc_hd__xor2_1 | 13 |
| sky130_fd_sc_hd__nor3_1 | 6 |
| sky130_fd_sc_hd__nand3_1 | 3 |
| sky130_fd_sc_hd__nor4b_1 | 2 |
| sky130_fd_sc_hd__inv_1 | 87 |
| sky130_fd_sc_hd__nand2b_1 | 3 |
| sky130_fd_sc_hd__a21oi_1 | 21 |
| sky130_fd_sc_hd__buf_4 | 32 |
| sky130_fd_sc_hd__or4_1 | 2 |
| sky130_fd_sc_hd__or3_1 | 2 |
| sky130_fd_sc_hd__ha_1 | 64 |
| sky130_fd_sc_hd__o31ai_1 | 2 |
| sky130_fd_sc_hd__o21ba_2 | 2 |
| sky130_fd_sc_hd__fa_1 | 4 |
| sky130_fd_sc_hd__xnor2_1 | 11 |
| sky130_fd_sc_hd__a211o_1 | 2 |
| sky130_fd_sc_hd__o221ai_1 | 2 |
| sky130_fd_sc_hd__or2_2 | 2 |
| sky130_fd_sc_hd__nand3b_1 | 2 |
| sky130_fd_sc_hd__nor2_1 | 14 |
| sky130_fd_sc_hd__o211ai_1 | 4 |
| sky130_fd_sc_hd__nor4_1 | 2 |
| sky130_fd_sc_hd__nor2b_1 | 3 |
[power breakdown]
group	switching (mW)	total (mW)	internal, mW
clock network	0	0	0
registers	0	0	0
logic	0.0753	0.208	0.133
total	0.0753	0.208	0.133
[logic make-up (layout without fill, tap and decap cells)]
family	Yosys count	in the layout
buffers and inverters	119	185
xor gates and xnor gates	24	24
and+or+nand+nor	51	51
AOI/OAI and AO/OA	57	57
adders and majority gates	68	68
[per-layer routing]
metal | vias up | share of wire | GRT usage
met5 | - | 0 | 0
met4 | 0 | 0 | 0
met3 | 0 | 0.059 | 0.0208
met2 | 44 | 0.48 | 0.171
met1 | 851 | 0.46 | 0.123
li1 | 1128 | - | -
Power and IR drop assume default switching activity.
