===== design/flow/run.sh =====
#!/bin/bash
# OpenROAD 26Q1-2900-gdf79404cd8, Yosys 0.63+post, stock flow scripts
make -C /OpenROAD-flow-scripts/flow DESIGN_CONFIG=/design/flow/config.mk WORK_HOME=/design/flow/orfs finish

===== design/flow/config.mk =====
export PLATFORM = sky130hd
export DESIGN_NAME = CLA32
export DESIGN_NICKNAME = CLA32
export VERILOG_FILES = /design/flow/design.v
export SDC_FILE = /design/flow/constraint.sdc
export NUM_CORES = 4
export LEC_CHECK = 1
export CORE_UTILIZATION = 30

===== design/flow/constraint.sdc =====
current_design CLA32

set clk_period 9.7
set clk_io_pct 0.2

create_clock -name clk0 -period $clk_period

set non_clock_inputs [all_inputs -no_clocks]
set_input_delay [expr $clk_period * $clk_io_pct] -clock clk0 $non_clock_inputs
set_output_delay [expr $clk_period * $clk_io_pct] -clock clk0 [all_outputs]

===== design/flow/design.v =====
module CLA32 (
    input   [31:0] a,  
    input   [31:0] b,  
    input          cin,
    output  [31:0] sum,
    output         cout
);
wire c8, c16, c24; 
CLA8 u_CLA_0_7 (
    .a      (a[7:0]),  
    .b      (b[7:0]),  
    .cin    (cin),
    .sum    (sum[7:0]),
    .cout   (c8)
);
CLA8 u_CLA_8_15 (
    .a      (a[15:8]),  
    .b      (b[15:8]),  
    .cin    (c8),
    .sum    (sum[15:8]),
    .cout   (c16)
);
CLA8 u_CLA_16_23 (
    .a      (a[23:16]),  
    .b      (b[23:16]),  
    .cin    (c16),
    .sum    (sum[23:16]),
    .cout   (c24)
);
CLA8 u_CLA_24_31 (
    .a      (a[31:24]),  
    .b      (b[31:24]),  
    .cin    (c24),
    .sum    (sum[31:24]),
    .cout   (cout)
);
endmodule
module CLA8 (
    input   [7:0]  a,  
    input   [7:0]  b,  
    input          cin,
    output  [7:0]  sum,
    output         cout
);
wire [7:0] g;
wire [7:0] p;
wire [7:0] c;
generate
    genvar i;
    for (i = 0; i <= 7; i=i+1) begin : block_CLG
        assign g[i] = a[i] & b[i];
        assign p[i] = a[i] | b[i];
    end
endgenerate
assign c[0] = (g[0]) | 
                (p[0] & cin);
assign c[1] = (g[1]) | 
                (p[1] & g[0]) | 
                (p[1] & p[0] & cin);
assign c[2] = (g[2]) | 
                (p[2] & g[1]) | 
                (p[2] & p[1] & g[0]) | 
                (p[2] & p[1] & p[0] & cin);
assign c[3] = (g[3]) | 
                (p[3] & g[2]) | 
                (p[3] & p[2] & g[1]) | 
                (p[3] & p[2] & p[1] & g[0]) | 
                (p[3] & p[2] & p[1] & p[0] & cin);
assign c[4] = (g[4]) | 
                (p[4] & g[3]) | 
                (p[4] & p[3] & g[2]) | 
                (p[4] & p[3] & p[2] & g[1]) | 
                (p[4] & p[3] & p[2] & p[1] & g[0]) | 
                (p[4] & p[3] & p[2] & p[1] & p[0] & cin);
assign c[5] = (g[5]) |
                (p[5] & g[4]) | 
                (p[5] & p[4] & g[3]) | 
                (p[5] & p[4] & p[3] & g[2]) | 
                (p[5] & p[4] & p[3] & p[2] & g[1]) | 
                (p[5] & p[4] & p[3] & p[2] & p[1] & g[0]) | 
                (p[5] & p[4] & p[3] & p[2] & p[1] & p[0] & cin);
assign c[6] = (g[6]) |
                (p[6] & g[5]) |
                (p[6] & p[5] & g[4]) | 
                (p[6] & p[5] & p[4] & g[3]) | 
                (p[6] & p[5] & p[4] & p[3] & g[2]) | 
                (p[6] & p[5] & p[4] & p[3] & p[2] & g[1]) | 
                (p[6] & p[5] & p[4] & p[3] & p[2] & p[1] & g[0]) | 
                (p[6] & p[5] & p[4] & p[3] & p[2] & p[1] & p[0] & cin);
assign c[7] = (g[7]) |
                (p[7] & g[6]) |
                (p[7] & p[6] & g[5]) |
                (p[7] & p[6] & p[5] & g[4]) | 
                (p[7] & p[6] & p[5] & p[4] & g[3]) | 
                (p[7] & p[6] & p[5] & p[4] & p[3] & g[2]) | 
                (p[7] & p[6] & p[5] & p[4] & p[3] & p[2] & g[1]) | 
                (p[7] & p[6] & p[5] & p[4] & p[3] & p[2] & p[1] & g[0]) | 
                (p[7] & p[6] & p[5] & p[4] & p[3] & p[2] & p[1] & p[0] & cin);
generate
    genvar j;
    for (j = 1; j <= 7; j=j+1) begin : block_FA_1_7
        FA u_FA_1_7 (
            .a      (a[j]),
            .b      (b[j]),
            .cin    (c[j-1]),
            .sum    (sum[j]),
            .cout   ()
        );
    end
    FA u_FA_0 (
        .a      (a[0]),
        .b      (b[0]),
        .cin    (cin),
        .sum    (sum[0]),
        .cout   ()
    );
endgenerate
assign cout = c[7];
endmodule
module CLA4 (
    input   [3:0]  a,  
    input   [3:0]  b,  
    input          cin,
    output  [3:0]  sum,
    output         cout
);
wire [3:0] g;
wire [3:0] p;
wire [3:0] c;
generate
    genvar i;
    for (i = 0; i <= 3; i=i+1) begin : block_CLG
        assign g[i] = a[i] & b[i];
        assign p[i] = a[i] | b[i];
    end
endgenerate
assign c[0] = (g[0]) | 
                (p[0] & cin);
assign c[1] = (g[1]) | 
                (p[1] & g[0]) | 
                (p[1] & p[0] & cin);
assign c[2] = (g[2]) | 
                (p[2] & g[1]) | 
                (p[2] & p[1] & g[0]) | 
                (p[2] & p[1] & p[0] & cin);
assign c[3] = (g[3]) | 
                (p[3] & g[2]) | 
                (p[3] & p[2] & g[1]) | 
                (p[3] & p[2] & p[1] & g[0]) | 
                (p[3] & p[2] & p[1] & p[0] & cin);
generate
    genvar j;
    for (j = 1; j <= 3; j=j+1) begin : block_FA_1_3
        FA u_FA_1_3 (
            .a      (a[j]),
            .b      (b[j]),
            .cin    (c[j-1]),
            .sum    (sum[j]),
            .cout   ()
        );
    end
    FA u_FA_0 (
        .a      (a[0]),
        .b      (b[0]),
        .cin    (cin),
        .sum    (sum[0]),
        .cout   ()
    );
endgenerate
assign cout = c[3];
endmodule
`timescale 1ns/100ps
module FA (
    input   a,
    input   b,
    input   cin,
    output  sum,
    output  cout
);
wire sum_ab, cout_ab;
wire sum_ab_cin, cout_ab_cin;
HA u_HA_a_b (
    .a      (a),
    .b      (b),
    .sum    (sum_ab),
    .cout   (cout_ab)
);
HA u_HA_ab_cin (
    .a      (sum_ab),
    .b      (cin),
    .sum    (sum_ab_cin),
    .cout   (cout_ab_cin)
);
assign sum = sum_ab_cin;
assign cout = cout_ab | cout_ab_cin;
endmodule
`timescale 1ns/100ps
module HA (
    input   a,
    input   b,
    output  sum,
    output  cout
);
assign sum = a ^ b;
assign cout = a & b;
endmodule

==> results.txt <==
Update from the flow run.

The run finished with clean final reports. The timing-limited maximum frequency is 140 MHz. The number of standard cells after synthesis is around 320. Checking max transition, the worst relative margin is around two thirds. The number of gates on the worst path with buffers counted is 14. The area occupied by multi-input gates is roughly 1800 µm². The post-cts resize count is 0. Counting instances in the post-synthesis netlist gives the leading cell types as 84 x sky130_fd_sc_hd__inv_1, 64 x sky130_fd_sc_hd__ha_1, 32 x sky130_fd_sc_hd__buf_4. The met1 demand-to-capacity share in global routing is 15.5%. The post-route cell area is 3260 µm².

The number of pins exceeding their max-slew limit in the final report is 0. The setup slack of the critical path after layout is 2.57 ns. The sequential standard cell area is 0 µm². The power density over the cells is 56.4 nW/µm². The placeable core region is 7730 µm².

The switching portion of total power comes to 35.9%. The share of post-route cells with drive strength above 1 is 4.66%. The number of standard cells reported by yosys is 320. The final total negative setup slack is 0 ns. The data required time reported for the critical path is 7.76 ns. The sequential-to-total area share from yosys stat is 0%. The internal portion of the total power is 0.000118 W.

The count of final setup violators is 0. For reference, the critical path cell chain is clkdlybuf4s50_1 -> inv_1 -> ha_1 -> nor3_2 -> o21ai_1 -> o311ai_1 -> a31oi_2 -> o21a_4 -> or3_1 -> nor2_1 -> nor2_1 -> fa_1 -> xnor2_1 -> clkdlybuf4s50_1. The die span in y is 91.3 µm. For this run the detailed placement stage logged an HPWL of roughly 4200 µm. The length of the first detailed-routing pass in iterations is 4. In this run, the clock network consumes 0% of the power. Counting the fill cells in the layout gives around 800. The time the final worst path needs with I/O delays and setup is 7.13 ns.

The routed layout has 2045 vias. For the pin with the worst max-slew slack, the measured transition is 0.509 ns. The first global-routing pass estimated 7880 µm of wire. The global routing met3 resource utilization is 0.255%. Yosys printed 0 warnings. The final antenna diode tally reported by the flow is 0. The worst endpoint data arrival time is 5.19 ns. OpenSTA, run right after detailed placement, puts the worst setup slack at 2.60 ns. In this run the maximum-capacitance check reported violations numbering 0. The antenna violation net count after detailed routing is 0.

The global routing report lists combined usage of all routing layers as between 10 and 15%. Per the STA report, the cell with the highest stage delay on the worst path is sky130_fd_sc_hd__clkdlybuf4s50_1. After the first detailed-routing iteration, the DRC count stood at 19. The number of global-route vias before repair is 1910. The synthesis area per yosys is roughly 2400 µm². The most utilized layer in the global route result is met2. The number of port buffers is 98. Routing resource usage on met2 recorded by global route was 20.6%. The most frequent cell after synthesis is sky130_fd_sc_hd__inv_1. The maximum cell stage delay along the critical path is 0.49 ns. The worst-case vdd ir drop is roughly 0.000032 V.

The logs give a warning total of 68. The pin count of the biggest net entering global routing is 6. The kind of cell with the highest combined delay along the critical path is buffers and inverters. The kind of end point of the critical path is a primary output. The die covers around 8300 µm².

The synthesized design devotes to its leading area cell type 33.5% of total area. For this configuration, the core starts out at a cell density of 30.9%. The average instance area after synthesis is 7.47 µm². The number of library cell types mapped by synthesis is 44. The sequential cell count of the final layout is 0. The number of top-level pins is 98. The vias per cell is 4.19. Buffers inserted to repair hold after CTS numbered 0. After its last routability iteration, the placer logged a weighted congestion of 0.818. The startpoint class of the critical path is an input port. Once placement finished, the instance area stood at 3260 µm². Per the repair_timing log after CTS, setup buffers inserted total 0. The clock buffer instance count of the final layout is 0. The mean routed wirelength per cell is 9.37 µm. The floorplan row count is 32. The total length of routed wires is 4570 µm. The worst hold path class is input port to primary output. The number of failing hold endpoints at the final stage is 0.

The share of power burned in registers is 0%. The initial antenna violation count is 0. The critical path start-end classification is input port to primary output. The total DRC errors in the routed layout is 0. The area growth from synthesis to layout is 36.3%. The top fanout value on the critical path is 5. The tightest hold margin is 4.94 ns. The width of the die is 91.3 µm. In this run the cell area of the synthesized design comes to 2390 µm².

The share of the clock period used by the worst path after layout is 73.5%. The cell type with the largest total area is sky130_fd_sc_hd__ha_1. The number of cells on the worst hold path is listed as 5. In the post-synthesis netlist, the biggest area contributors are sky130_fd_sc_hd__ha_1 33%, sky130_fd_sc_hd__inv_1 13%, sky130_fd_sc_hd__buf_4 10%, sky130_fd_sc_hd__xnor2_1 5.9%, sky130_fd_sc_hd__fa_1 3.3%. Per report_power, the combinational group accounts for 100.0% of the total. The post-route utilization of the core is recorded as 42.2%.

The residual overflow from global routing is 0. Setup repair after global routing left no endpoint under its margin. The net switching power in the latest report is 0.0000659 W.

The count of buffer and inverter cells on the critical path is 3. The script extracted a total leakage power of 1.63 nW.
-- metrics by stage --
stage | cells | power (W)
floorplan | 320 | 0.000122
global placement | 488 | 0.000186
detailed placement | 488 | 0.000186
CTS | 488 | 0.000188
global route | 488 | 0.000206
finish | 488 | 0.000184
-- power groups by stage --
stage | sequential (W) | combinational (W) | clock (W)
6_report | 0 | 0.000184 | 0
5_1_grt | 0 | 0.000206 | 0
4_1_cts | 0 | 0.000188 | 0
-- area by class of cell --
type | count | area share [%]
Multi-Input combinational cell | 202 | 56.1
Timing Repair Buffer | 98 | 30.1
Inverter | 86 | 9.90
Tap cell | 102 | 3.92
-- cells by family (layout without fill, tap and decap cells) --
family | count (synthesis) | count (layout) | share of synthesized area (%)
AOI/OAI and AO/OA | 55 | 55 | 18.3
and+or+nand+nor | 54 | 54 | 12.2
adders and majority gates | 68 | 68 | 36.8
xor gates and xnor gates | 25 | 25 | 9.16
buffers and inverters | 118 | 184 | 23.5
-- path summary, 6_finish.rpt --
kind,startpoint,end,slack (ns)
max,a[7],sum[25],2.57
min,b[28],sum[28],4.94
-- cells in the final DEF (no fill, tap or decap), drive strengths merged, types with 4 or more instances in the layout --
| cell type | n |
|---|---|
| xor2 | 9 |
| or3 | 4 |
| o21ai | 11 |
| nor2 | 17 |
| a21oi | 18 |
| fa | 4 |
| clkdlybuf4s50 | 98 |
| o21a | 4 |
| ha | 64 |
| inv | 86 |
| xnor2 | 16 |
| nand2 | 6 |
| nor3 | 9 |
| nor2b | 6 |
-- metal layers --
| metal | vias to the layer above | part of all wire [%] |
|---|---|---|
| met4 | 0 | 0.48 |
| met2 | 57 | 47 |
| met3 | 2 | 4.4 |
| li1 | 1114 | - |
| met5 | - | 0 |
| met1 | 872 | 48 |
No activity file was given, so power comes from the tool's default toggle rates.
